==> design.v <==
module bcd (
    input [7: 0] SW,
    output [6: 0] HEX0,
    output [6: 0] HEX1,
    output [6: 0] HEX2
);
    bcd_rtl #(
        .BIN_WIDTH 	(8  ),
        .BCD_CNT   	(3  )
    )u_bcd_rtl(
        .bin_in  	(SW   ),
        .num_out 	({HEX2, HEX1, HEX0}  )
    );
endmodule
module bcd_rtl #(
    parameter BIN_WIDTH = 8,
    parameter BCD_CNT = 3
)(
    input [BIN_WIDTH - 1: 0] bin_in,
    output [20: 0] num_out
);
    wire [BCD_CNT*4 - 1: 0] bcd_code;
    bin2bcd #(
        .BIN_WIDTH 	(8),
        .BCD_CNT   	(3)
    )u_bin2bcd(
        .bin_code 	(bin_in),
        .bcd_code 	(bcd_code)
    );
    generate
        genvar i;
        for(i = 0; i < BCD_CNT; i = i + 1) begin: num_gen
            num_switch_rtl u_num_switch_rtl(
                .sel(0),
                .in(bcd_code[(4*i + 3) -: 4]),
                .out(num_out[(7*i + 6) -: 7])
            );
        end
    endgenerate
endmodule
module bin2bcd #(
    parameter BIN_WIDTH = 8,
    parameter BCD_CNT = 3
)(
    input [BIN_WIDTH - 1: 0] bin_code,
    output [BCD_CNT*4 - 1: 0] bcd_code
);
    reg [BIN_WIDTH + BCD_CNT*4: 0] temp_bcd;
    integer i, j;
    always @(*) begin
        temp_bcd = {{(BCD_CNT*4){1'b0}}, bin_code};
        for(j = 0; j < BIN_WIDTH; j = j + 1) begin
            for(i = 1; i <= BCD_CNT; i = i + 1) begin
                if(temp_bcd[(BIN_WIDTH + 4*i - 1) -: 4] >= 5) begin
                    temp_bcd[(BIN_WIDTH + 4*i - 1) -: 4] = temp_bcd[(BIN_WIDTH + 4*i - 1) -: 4] + 5'b00011;
                end
                else begin
                    temp_bcd[(BIN_WIDTH + 4*i - 1) -: 4] = temp_bcd[(BIN_WIDTH + 4*i - 1) -: 4];
                end
            end
            temp_bcd = temp_bcd << 1;
        end
    end
    assign bcd_code = temp_bcd[BIN_WIDTH + BCD_CNT*4 - 1: BIN_WIDTH];
endmodule
module num_switch_rtl (
    input sel,
    input [3: 0] in,
    output reg [6: 0] out
);
    reg [6: 0] out_tmp;
    parameter in0 = 7'b1000000;
    parameter in1 = 7'b1111001;
    parameter in2 = 7'b0100100;
    parameter in3 = 7'b0110000;
    parameter in4 = 7'b0011001;
    parameter in5 = 7'b0010010;
    parameter in6 = 7'b0000010;
    parameter in7 = 7'b1111000;
    parameter in8 = 7'b0000000;
    parameter in9 = 7'b0010000;
    parameter in10 =7'b0001000;
    parameter in11 =7'b0000011;
    parameter in12 =7'b1000110;
    parameter in13 =7'b0100001;
    parameter in14 =7'b0000110;
    parameter in15 =7'b0001110;
    always @(*) begin
        case(in)
            4'b0000: out_tmp = in0;
            4'b0001: out_tmp = in1;
            4'b0010: out_tmp = in2;
            4'b0011: out_tmp = in3;
            4'b0100: out_tmp = in4;
            4'b0101: out_tmp = in5;
            4'b0110: out_tmp = in6;
            4'b0111: out_tmp = in7;
            4'b1000: out_tmp = in8;
            4'b1001: out_tmp = in9;
            4'b1010: out_tmp = in10;
            4'b1011: out_tmp = in11;
            4'b1100: out_tmp = in12;
            4'b1101: out_tmp = in13;
            4'b1110: out_tmp = in14;
            4'b1111: out_tmp = in15;
            default: out_tmp = 7'b1111111;
        endcase
    end
    always @(*) begin
        if(sel || in < 10) begin
            out = out_tmp;
        end
        else begin
            out = 7'b1111111;
        end
    end
endmodule
==> run.sh <==
#!/bin/bash
# OpenROAD 26Q1-2900-gdf79404cd8, Yosys 0.63+post, stock flow scripts
make -C /OpenROAD-flow-scripts/flow DESIGN_CONFIG=/design/flow/config.mk WORK_HOME=/design/flow/orfs finish
==> config.mk <==
export PLATFORM = sky130hd
export DESIGN_NAME = bcd
export DESIGN_NICKNAME = bcd
export VERILOG_FILES = /design/flow/design.v
export SDC_FILE = /design/flow/constraint.sdc
export NUM_CORES = 4
export LEC_CHECK = 1
export CORE_AREA = 10 10 84 84
export DIE_AREA = 0 0 94 94
==> constraint.sdc <==
current_design bcd

set clk_period 10.4
set clk_io_pct 0.2

create_clock -name clk0 -period $clk_period

set non_clock_inputs [all_inputs -no_clocks]
set_input_delay [expr $clk_period * $clk_io_pct] -clock clk0 $non_clock_inputs
set_output_delay [expr $clk_period * $clk_io_pct] -clock clk0 [all_outputs]
==> notes.md <==
Here are the numbers from the latest Yosys + OpenROAD run.

The run finished with clean final reports. The timing report shows that the slowest cell on the worst path is sky130_fd_sc_hd__clkdlybuf4s50_1. After synthesis, the mean cell area works out to 7.127 sq um. The core area came out at 0.005205 sq mm.

The detailed router finished its first iteration with 169 violations. For reference, the top cells by count after synthesis are sky130_fd_sc_hd__inv_1, sky130_fd_sc_hd__ha_1, sky130_fd_sc_hd__nor2_1. Yosys instantiated no cell more often than sky130_fd_sc_hd__inv_1.

The overall overflow remaining after global route is 0. The cell area after placement came out at 0.001894 sq mm. The synth_stat.txt file lists the number of cells as 217. The highest metal layer used by the detailed router is met3. The worst setup path is launched from an input port. The final max-slew violation count recorded for this run is 0. STA classifies the critical path endpoint as an output pin. For the worst setup path, the data required time is 8.32 ns.

The number of design rule violations left after detail routing is 0. The total vias in the final route came out at 1601. The pin count of the biggest net entering global routing is 22. The report lists the power per cell area as 202.7 mW/mm^2. The worst hold margin is 5.229 ns. The transition at the pin with the smallest max-transition slack is 0.6905 ns.

The worst setup path is of the in2out kind. The cell accounting for the most synthesized area is sky130_fd_sc_hd__ha_1. The number of library cell types mapped by synthesis came out at 62. The final weighted congestion in routability-driven placement came out at 0.8638. The final cycle utilization of the critical path came out at 0.9490.

The first global-routing pass estimated 6.423 mm of wire. The yosys synthesis chip area came out at 0.001546 sq mm. The number of filler cells placed in the layout is 542. The cell count after synthesis is 217.

The part of the Yosys area used for sequential elements is 0. The area of the die came out at 0.008836 sq mm. The data arrival time at the worst-slack endpoint came out at 7.79 ns.

The number of warnings reported in the yosys synthesis log came out at 5. The detail route stage leaves a number of antenna-violating nets equal to 0. The floorplan core density came out at 0.2971. The fraction of layout instances using a drive strength above 1 came out at 0.1598. The final design area excluding fillers came out at 0.001953 sq mm. Endpoints failing hold in the final report were tallied at 0.

The number of antenna cells inserted came out at 0. The relative slew slack is 0.5382. The design has 0 sequential cells. The number of clock buffer instances in the layout is 0. The chip width came out at 94 microns.

The final setup violation count came out at 0. The post-layout minimum cycle time is 9.870 ns. Across the whole layout, storage elements account for 0 sq um. The length of routed met3 wiring is 197 microns.

The number of antenna violations at the first check in global routing came to 0. By area the synthesized netlist is led by sky130_fd_sc_hd__ha_1, sky130_fd_sc_hd__mux2i_1, sky130_fd_sc_hd__inv_1, sky130_fd_sc_hd__a21oi_1, sky130_fd_sc_hd__nor2_1. The number of warnings reported in the stage logs is 41. The total negative slack came out at 0 ns. Hold analysis shows the worst path with a depth of 6. The area share of the leading cell type in the synthesized netlist is 0.1456. Counting tap cells, the placed design contains a total of 309 instances. The number of global-route vias before repair is 1459. The highest supply drop recorded on VDD is 0.00009967 V. The final routed wire length divided by cell count came out at 11.52 microns. The post-synthesis instance area came out at 0.001546 sq mm.

The area growth from synthesis to layout is 26.29%. Per the placement log, port buffering inserted 28 buffers. Setup repair after global routing left no endpoint under its margin. The number of detailed-route iterations in the first pass came out at 4. The critical-path maximum fanout is 6. The critical path contains buffers and inverters numbering 7 combined. According to the floorplan log, the row count is 26. Among cell families on the critical path, the largest total delay comes from buffers and inverters. The total leakage power came out at 0.8163 nW. 29 I/O pins were placed. The number of violations of the max-capacitance limit is 0. The launch point of the worst min-delay path is recorded as SW[5].

The overall fraction of global-route tracks in use is 0.08083. The post-layout instance count excluding filler cells is 314. The routed via count divided by cell count came out at 5.099. The peak per-stage delay on the critical path came out at 0.51 ns. The flow reports an fmax of 0.1013 GHz. The wire length recorded after detailed routing is 3.617 mm.

The endpoint of the worst hold path is reported as HEX2[2]. The wire length on met2 is 1.554 mm. According to the dpl log, the detail-placed design has an HPWL of 2.909 mm.

In this run the worst hold path is classified as in2out. The routed length on met1 came out at 1.866 mm. The die extent in y is 94 microns.
[where the power goes]
group / switching (W) / internal (W)
logic: 0.000175 / 0.000221
registers: 0 / 0
clock network: 0 / 0
[worst max path at each step]
stage | cells after the start | to | start | slack (ns)
global route | 30 | HEX1[4] | SW[6] | 0.007
finish | 30 | HEX1[4] | SW[6] | 0.53
CTS | 33 | HEX1[4] | SW[5] | 0.23
[cell families after synthesis]
group,after synthesis,share of synthesized area
AND-OR/OR-AND,75,0.3681
XOR/XNOR,7,0.04935
adder cells (fa/ha/maj),18,0.1456
buffers and inverters,30,0.07847
multiplexers,15,0.1117
other,1,0.002425
AND/OR/NAND/NOR,71,0.2443
[tightest hold or removal path, stage by stage]
cell and delay [ns]:
sky130_fd_sc_hd__dlymetal6s2s_1 0.18, sky130_fd_sc_hd__o21ai_0 0.18, sky130_fd_sc_hd__nor2_1 0.09, sky130_fd_sc_hd__o221ai_1 0.15, sky130_fd_sc_hd__nor2_1 0.07, sky130_fd_sc_hd__clkdlybuf4s50_1 0.40
[metrics by stage]
stage	utilization	power [W]	worst slack, ns
floorplan	-	0.0002344	1.720
global placement	0.3639	0.0003908	0.3246
detailed placement	0.3639	0.0003907	0.2304
CTS	0.3639	0.0003921	0.2258
global route	0.3752	0.0004504	0.006980
finish	0.3752	0.0003959	0.5301
[cells in the final DEF, fill, tap and decap left out, drive strengths merged, types with 3 or more instances in the layout]
master         netlist  layout
nor2b                5       5
o2bb2ai              3       3
mux2i               13      13
a211oi               4       4
buf                  3       8
nand3                7       7
ha                  18      18
xnor2                7       7
o21ai               14      14
and2                 3       3
nand2               16      16
o22a                 4       4
o22ai                6       6
nor2                17      17
inv                 21      21
nor3                 8       8
nand2b               6       6
clkdlybuf4s50        0      27
a21oi               18      18
o211ai               5       5
[cell type report]
cell class | instances | area [sq um] | area share
Multi-Input combinational cell | 187 | 1444 | 0.7393
Timing Repair Buffer | 36 | 342.8 | 0.1755
Tap cell | 70 | 87.58 | 0.04484
Inverter | 21 | 78.83 | 0.04036
[repair_timing]
action	CTS	global route
hold buffers	0	0
resized	0	6
hold endpoints to repair	0	0
endpoints found under the setup margin	0	10
setup buffers	0	5
[layer usage]
layer,GRT usage,vias up
met5,0,-
met4,0.002532,0
met3,0.008078,0
met2,0.1273,36
met1,0.1211,709
li1,-,856
No activity file was given, so power comes from the tool's default toggle rates.
