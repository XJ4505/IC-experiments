===== /design/flow/config.mk =====
export PLATFORM = sky130hd
export DESIGN_NAME = cycled_displayer
export DESIGN_NICKNAME = cycled_displayer
export VERILOG_FILES = /design/flow/design.v
export SDC_FILE = /design/flow/constraint.sdc
export NUM_CORES = 4
export LEC_CHECK = 1
export CORE_UTILIZATION = 50

===== /design/flow/design.v =====
module clk_div #(
    parameter N = 2      
    )(
    input       clk,
    input       en,        
    input       rstn,      
    output      clk_out
);
    reg [$clog2(N) - 1: 0] cnt;
    reg pos_clk, neg_clk;
    always @(posedge clk or negedge rstn) begin
        if(!rstn) begin
            cnt <= 0;
        end
        else if(en) begin
            if(cnt < N - 1) begin
                cnt <= cnt + 1'b1;
            end 
            else begin
                cnt <= 0;
            end
        end
        else begin 
            cnt <= cnt;
        end
    end
    always @(posedge clk or negedge rstn) begin
        if(!rstn) begin
            pos_clk <= 1'b0;
        end
        else if(en) begin
            if(cnt < ((N + 1)>> 1)) begin
                pos_clk <= 1'b1;
            end
            else begin
                pos_clk <= 1'b0;
            end
        end    
        else begin
            pos_clk <= pos_clk;
        end
    end
    always @(negedge clk or negedge rstn) begin
        if(!rstn) begin
            neg_clk <= 1'b0;
        end
        else if(en) begin 
            if(N[0] ^ 1'b1) begin         
                neg_clk <= 1'b1;         
            end
            else if(cnt < ((N + 1)>> 1)) begin
                neg_clk <= 1'b1;
            end
            else begin
                neg_clk <= 1'b0;
            end
        end
        else begin
            neg_clk <= neg_clk;
        end
    end
    assign clk_out = pos_clk & neg_clk;
endmodule
module cycled_displayer (
    input CLOCK_50,
    input [17: 0] SW,
    output [14: 0] LEDR,
    output [6: 0] HEX0,
    output [6: 0] HEX1,
    output [6: 0] HEX2,
    output [6: 0] HEX3,
    output [6: 0] HEX4,
    output [6: 0] HEX5,
    output [6: 0] HEX6,
    output [6: 0] HEX7
);
    cycled_displayer_rtl #(
        .FREQ 	(25_000_000  )
    )   u_cycled_displayer_rtl(
        .clk    	(CLOCK_50   ),
        .rst    	(SW[17]     ),
        .en     	(SW[0]      ),
        .digits 	({HEX7, HEX6, HEX5, HEX4, HEX3, HEX2, HEX1, HEX0}  ),
        .led    	(LEDR[14: 7])
    );
endmodule
module cycled_displayer_rtl #(
    parameter FREQ = 2_000_000      
)(
    input clk,
    input rst,
    input en,
    output reg [55: 0] digits,
    output reg [7: 0] led
);
    localparam char_B = 7'b0000000;
    localparam char_U = 7'b1000001;
    localparam char_A = 7'b0001000;
    localparam char_2 = 7'b0100100;
    localparam char_0 = 7'b1000000;
    localparam char_5 = 7'b0010010;
    localparam char_1 = 7'b1111001;
    localparam char_9 = 7'b0010000;
    localparam space  = 7'b1111111;
    localparam dash   = 7'b0111111;
    wire real_clk;
    reg [104: 0] cur_disp;
    reg [14: 0] cur_led;
    clk_div #(
        .N(FREQ)
    ) u_clk(
        .clk(clk),
        .en(en),
        .rstn(~rst),
        .clk_out(real_clk)
    );
    always @(posedge real_clk or posedge rst) begin
        if(rst) begin
            digits <= 56'hFF_FF_FF_FF_FF_FF_FF;      
            led <= 0;
            cur_disp <= {char_B, char_U, char_A, char_A, space, char_1, char_9, char_5, char_2, dash, char_2, char_0, char_2, char_5, space};
            cur_led <= 15'b1111_00000000000;
        end
        else if(en) begin
            digits <= {digits[48: 0], cur_disp[104: 98]};
            led <= {led[6: 0], cur_led[14]};
            cur_disp <= {cur_disp[97: 0], cur_disp[104: 98]};
            cur_led <= {cur_led[13: 0], cur_led[14]};
        end
        else begin
            digits <= digits;
            led <= led;
        end
    end
endmodule

===== /design/flow/run.sh =====
#!/bin/bash
# OpenROAD 26Q1-2900-gdf79404cd8, Yosys 0.63+post, stock flow scripts
make -C /OpenROAD-flow-scripts/flow DESIGN_CONFIG=/design/flow/config.mk WORK_HOME=/design/flow/orfs finish

===== /design/flow/constraint.sdc =====
current_design cycled_displayer

set clk_period 3.4
set clk_io_pct 0.2

create_clock -name clk0 -period $clk_period [get_ports {CLOCK_50}]

set non_clock_inputs [all_inputs -no_clocks]
set_input_delay [expr $clk_period * $clk_io_pct] -clock clk0 $non_clock_inputs
set_output_delay [expr $clk_period * $clk_io_pct] -clock clk0 [all_outputs]

==> flow_summary.json <==
{
  "grt-ovfl-total": 0,
  "final_cell_mix": "154 x mux2_2, 101 x dfrtp_1, 92 x dfstp_2",
  "synthArstFlopShare_pct": 100,
  "drt_first_pass_iters": 4,
  "grt_max_degree": 137,
  "core_um2": 15300,
  "syn_area_per_cell_um2": 14.4,
  "clock_latency_ps": 260,
  "num_io_pins": 90,
  "wl_per_cell_um": 13.9,
  "grt_use_total_pct": 15.0,
  "antenna_found_initial": 0,
  "edf_count": 0,
  "drive_above_1_share_pct": 45.5,
  "worst-path-buf-inv": 1,
  "route.detailed.drc": 0,
  "vias": 4009,
  "worstPathCellList": "buf_6 > or2_2",
  "final_common_cell": "mux2_2",
  "setup_viol": 0,
  "ant_nets": 0,
  "critPathArrivalTime_ps": 1050,
  "unclocked_regs": 167,
  "hold_viol": 0,
  "syn_area_um2": 7850,
  "hold_class": "flop to flop",
  "wirelength_um": 11000,
  "synth_flops": 194,
  "path_delay_family": "simple AND/OR/NAND/NOR gates",
  "tool_warnings": 46,
  "grt_pass1_vias": 3926,
  "synth-main-ff-cell": "dfrtp_1",
  "synthCells": 546,
  "logic_area_um2": 2550,
  "gp_congestion": 0.759,
  "cts_tree": "yes",
  "ys.warnings.count": 9,
  "top_cells_by_area": "dfrtp_1 32%, dfstp_2 31%, mux2_2 22%",
  "placed_cell_area_um2": 8570,
  "area_growth_pct": 10.3,
  "grt_pass1_wl_um": 19200,
  "final_max_slew_viol_count": 0,
  "ys_seq_share_pct": 63.3,
  "untimed_endpoints": 231,
  "skew_ps": 5.01,
  "via_per_inst": 5.07,
  "cts_buffer_depth": 2,
  "p_per_area_nw_per_um2": 138,
  "fp-row-count": 45,
  "path_class": "primary input to flop",
  "cts_root_buffer": "clkbuf_16",
  "hold_slack_ps": 418,
  "relSlewSlack_pct": 40.5,
  "num_antenna_cells": 0,
  "fillers": 1230,
  "post_cts_buffers": 0,
  "synth_cell_types": 36,
  "yosys.area.top_type_share_pct": 32.2,
  "peakVddDrop_uv": 217,
  "cp-end-kind": "flop",
  "finalSetupTns_ps": 0,
  "hpwl_um": 7250,
  "total_power_mw": 1.20,
  "holdBufCountCts": 0,
  "port-buffer-count": 66,
  "ff_latch_area_um2": 4970,
  "rsz0062_at_grt": "false",
  "design_area_um2": 8650,
  "p_leak_nw": 3.80,
  "slowest_delay_ps": 280,
  "maxCapViolCount": 0,
  "cts_resized": 0,
  "h-tree-depth": 1,
  "drt_iter0_drc": 257,
  "reg2reg_slack_ps": 1420,
  "clk_pin_slew_worst_paths_ps": 40,
  "die_h_um": 127,
  "slowest_stage": "or2_2",
  "outcome": "completed",
  "ys_cells": 546,
  "cp.required_ps": 1830,
  "yosysTopAreaCell": "dfrtp_1",
  "die_w_um": 127,
  "fp-utilization_pct": 51.4,
  "dieArea_um2": 16200,
  "crit_fanout": 2,
  "start_kind": "primary input",
  "yosysChipArea_um2": 7850,
  "cts_buffers": 3,
  "max_slew.worst_pin.slew_ps": 885
}
worst register-to-register path, cell delays in order, from the launching register on:
cell       delay, ps
dfrtp_1          440
or4_4            550
a2111oi_4        340
o22ai_2          170
and2_4           270
nor2_1           130
path summary, 6_finish.rpt:
check	start	to	cells past startpoint
setup / recovery	SW[0]	u_cycled_displayer_rtl.u_clk.neg_clk$_DFFE_NP0P_	2
hold / removal	u_cycled_displayer_rtl.u_clk.neg_clk$_DFFE_NP0P_	u_cycled_displayer_rtl.u_clk.neg_clk$_DFFE_NP0P_	1
setup reg to reg	u_cycled_displayer_rtl.u_clk.cnt[7]$_DFFE_PP0P_	u_cycled_displayer_rtl.u_clk.cnt[24]$_DFFE_PP0P_	5
hold reg to reg	u_cycled_displayer_rtl.u_clk.neg_clk$_DFFE_NP0P_	u_cycled_displayer_rtl.u_clk.neg_clk$_DFFE_NP0P_	1
max in group asynchronous	SW[17]	u_cycled_displayer_rtl.u_clk.neg_clk$_DFFE_NP0P_	2
min in group asynchronous	SW[17]	u_cycled_displayer_rtl.u_clk.pos_clk$_DFFE_PP0P_	3
cell type report:
type	count	share of cell area [%]
flip-flops and latches	194	57.4
multi-input cells	292	29.4
repair buffers	72	8.32
well taps	211	3.05
clock buffers	4	0.911
inverters	18	0.824
metal layers:
layer / wire length (µm) / vias to the layer above / track usage (%)
met1: 5770 / 2061 / 27.2
met3: 174 / 2 / 0.811
met2: 5060 / 44 / 23.2
met4: 27 / 0 / 0.350
met5: 0 / - / 0
li1: - / 1902 / -
power by group:
group / switching, mW / internal, mW
Combinational: 0.172 / 0.141
Sequential: 0.0673 / 0.557
Clock: 0.0990 / 0.160
registers in the layout, summed over array words and instances, names as in the netlist:
register	cells
u_cycled_displayer_rtl.cur_disp	105
u_cycled_displayer_rtl.digits	47
u_cycled_displayer_rtl.u_clk.cnt	25
u_cycled_displayer_rtl.cur_led	15
u_cycled_displayer_rtl.u_clk.neg_clk	1
u_cycled_displayer_rtl.u_clk.pos_clk	1
synthesized netlist by cell type (6+ instances only):
cell type and number:
xor2_1 16, nand2_1 17, nor2_1 29, o21ai_0 16, xnor2_1 6, dfstp_2 92, nand3_1 8, mux2_2 154
buf_4 24, dfrtp_1 101, clkbuf_1 21, nand4_1 11, inv_1 18
through the flow:
stage / std cells / setup slack [ps] / util, %
finish: 791 / 778 / 56.7
global placement: 787 / 487 / 56.2
detailed placement: 787 / 485 / 56.2
CTS: 791 / 781 / 56.7
global route: 791 / 772 / 56.7
floorplan: 552 / -1290 / -
cells by family (layout without fill, tap and decap cells):
logic type               count (synthesis)  after routing  synth area share [%]
XOR/XNOR                                22             22                  2.46
flip-flops                             194            194                  63.3
AND-OR/OR-AND                           25             25                  2.20
buffers and inverters                   66             94                  4.51
multiplexers                           154            154                  22.1
other                                    1              7                0.0478
adder cells (fa/ha/maj)                  1              1                 0.159
AND/OR/NAND/NOR                         83             83                  5.18
Power and IR drop assume default switching activity.
