==> /design/flow/design.v <==
module bin2bcd #(
    parameter BIN_WIDTH = 8,
    parameter BCD_CNT = 3
)(
    input [BIN_WIDTH - 1: 0] bin_code,
    output [BCD_CNT*4 - 1: 0] bcd_code
);
    reg [BIN_WIDTH + BCD_CNT*4: 0] temp_bcd;
    integer i, j;
    always @(*) begin
        temp_bcd = {{(BCD_CNT*4){1'b0}}, bin_code};
        for(j = 0; j < BIN_WIDTH; j = j + 1) begin
            for(i = 1; i <= BCD_CNT; i = i + 1) begin
                if(temp_bcd[(BIN_WIDTH + 4*i - 1) -: 4] >= 5) begin
                    temp_bcd[(BIN_WIDTH + 4*i - 1) -: 4] = temp_bcd[(BIN_WIDTH + 4*i - 1) -: 4] + 5'b00011;
                end
                else begin
                    temp_bcd[(BIN_WIDTH + 4*i - 1) -: 4] = temp_bcd[(BIN_WIDTH + 4*i - 1) -: 4];
                end
            end
            temp_bcd = temp_bcd << 1;
        end
    end
    assign bcd_code = temp_bcd[BIN_WIDTH + BCD_CNT*4 - 1: BIN_WIDTH];
endmodule
module calculator(
    input [17: 0] SW,
    output [6: 0] HEX7,
    output [6: 0] HEX6,
    output [6: 0] HEX5,
    output [6: 0] HEX2,
    output [6: 0] HEX1,
    output [6: 0] HEX0
);
    calculator_rtl u_calculator_rtl(
        .cal_mode    	(SW[17]             ),
        .disp_mode   	(SW[16]             ),
        .num1        	(SW[14: 8]          ),
        .num2        	(SW[6: 0]           ),
        .disp_num    	({HEX7, HEX6, HEX5} ),
        .disp_result 	({HEX2, HEX1, HEX0} )
    );
endmodule
module calculator_rtl (
    input cal_mode,              
    input disp_mode,             
    input [6: 0] num1,
    input [6: 0] num2,
    output [20: 0] disp_num,
    output [20: 0] disp_result   
);
    wire [7: 0] result;
    wire [11: 0] bcd_num1, bcd_num2, bcd_result, bcd_display;
    assign result = cal_mode? (num1 + num2): (num1 - num2);
    bin2bcd bcd1(
        .bin_code(num1),
        .bcd_code(bcd_num1)
    );
    bin2bcd bcd2(
        .bin_code(num2),
        .bcd_code(bcd_num2)
    );
    bin2bcd bcd3(
        .bin_code(result),
        .bcd_code(bcd_result)
    );
    assign bcd_display = disp_mode? bcd_num2: bcd_num1;
    generate
        genvar i;
        for(i = 0; i < 3; i = i + 1) begin:display
            number_display disp1(
                .sel(0),
                .in(bcd_display[4*i +: 4]),
                .out(disp_num[7*i +: 7])
            );
            number_display disp2(
                .sel(0),
                .in(bcd_result[4*i +: 4]),
                .out(disp_result[7*i +: 7])
            );
        end
    endgenerate
endmodule
module number_display (
    input sel,             
    input [3: 0] in,
    output reg [6: 0] out
);
    reg [6: 0] out_tmp;
    parameter in0 = 7'b1000000;
    parameter in1 = 7'b1111001;
    parameter in2 = 7'b0100100;
    parameter in3 = 7'b0110000;
    parameter in4 = 7'b0011001;
    parameter in5 = 7'b0010010;
    parameter in6 = 7'b0000010;
    parameter in7 = 7'b1111000;
    parameter in8 = 7'b0000000;
    parameter in9 = 7'b0010000;
    parameter in10 =7'b0001000;
    parameter in11 =7'b0000011;
    parameter in12 =7'b1000110;
    parameter in13 =7'b0100001;
    parameter in14 =7'b0000110;
    parameter in15 =7'b0001110;
    always @(*) begin
        case(in)
            4'b0000: out_tmp = in0;
            4'b0001: out_tmp = in1;
            4'b0010: out_tmp = in2;
            4'b0011: out_tmp = in3;
            4'b0100: out_tmp = in4;
            4'b0101: out_tmp = in5;
            4'b0110: out_tmp = in6;
            4'b0111: out_tmp = in7;
            4'b1000: out_tmp = in8;
            4'b1001: out_tmp = in9;
            4'b1010: out_tmp = in10;
            4'b1011: out_tmp = in11;
            4'b1100: out_tmp = in12;
            4'b1101: out_tmp = in13;
            4'b1110: out_tmp = in14;
            4'b1111: out_tmp = in15;
            default: out_tmp = 7'b1111111;
        endcase
    end
    always @(*) begin
        if(sel || in < 10) begin
            out = out_tmp;
        end
        else begin
            out = 7'b1111111;
        end
    end
endmodule
==> /design/flow/run.sh <==
#!/bin/bash
# OpenROAD 26Q1-2900-gdf79404cd8, Yosys 0.63+post, stock flow scripts
make -C /OpenROAD-flow-scripts/flow DESIGN_CONFIG=/design/flow/config.mk WORK_HOME=/design/flow/orfs finish
==> /design/flow/config.mk <==
export PLATFORM = sky130hd
export DESIGN_NAME = calculator
export DESIGN_NICKNAME = calculator
export VERILOG_FILES = /design/flow/design.v
export SDC_FILE = /design/flow/constraint.sdc
export NUM_CORES = 4
export LEC_CHECK = 1
export CORE_UTILIZATION = 30
==> /design/flow/constraint.sdc <==
current_design calculator

set clk_period 10.6
set clk_io_pct 0.2

create_clock -name clk0 -period $clk_period

set non_clock_inputs [all_inputs -no_clocks]
set_input_delay [expr $clk_period * $clk_io_pct] -clock clk0 $non_clock_inputs
set_output_delay [expr $clk_period * $clk_io_pct] -clock clk0 [all_outputs]
==> flow_summary.yaml <==
# yosys + openroad results
outcome:
  outcome: "complete, but fails checks"
  failed_checks: "setup timing"
global_routing:
  use_met3: 0.00162
  track_usage: 0.170
  overflow: 0
  antenna_found_initial: 0
  grt_pass1_wl_um: 19000
  first_global_vias: 4244
  gr-max-usage-layer: "met2"
  grt_max_degree: 17
  globalRouteMet2Util: 0.292
  use_met1: 0.253
finish:
  fin_util: 0.557
  clockBufferCount: 0
  area_delta_synth_final_pct: 78.6
  stdcell_count: 923
  layout-drive-gt1-share: 0.489
  final_area_um2: 6800
  ff_count: 0
  seq_area_um2: 0
min_path:
  hold_depth: 5
  min_from: "SW[8]"
  holdPathEnd: "HEX0[4]"
  holdCritPathClass: "primary input to primary output"
floorplan:
  chipArea_um2: 13200
  placeableCoreArea_um2: 12200
  ios: 60
  fp.dieH_um: 115
  fp_util: 0.312
  num_rows: 40
  die-width_um: 115
setup_path:
  start_kind: "primary input"
  critPathCaptureType: "primary output"
  slowest_stage: "a221o_1"
  required_ns: 8.48
  critical_path_class: "primary input to primary output"
  path_max_fanout: 4
  crit_path_max_incr_delay_ns: 0.40
  cpMostUsedCell: "ha_4"
  worst_ep_arrival_time_ns: 8.88
sta:
  setup_viol: 14
  fin_ws_ns: -0.401
  worst_slew_pin_slew_ns: 0.902
  maxSlewViolCount: 0
  whs_ns: 5.03
  slew_headroom: 0.397
  period_minus_slack_ns: 11.00
  period_used_share: 1.04
  hold_violations: 0
  fmax_mhz: 90.9
  rsz0062_at_grt: "true"
synth:
  postSynthSeqShare: 0
  avgSynthCellArea_um2: 7.34
  synth_area_um2: 3810
  yosys_warnings: 10
  top_cells_by_count: "ha_1 (68), inv_1 (43), nor2_1 (38)"
  ys_area_um2: 3810
  yosysTopAreaCell: "ha_1"
  most_common_cell: "ha_1"
  topCellsByArea: "ha_1 (22%), mux2i_1 (6.3%), xnor2_1 (6.0%)"
  yosys_cells: 519
  ys_types: 81
  syn_inst: 519
  top_cell_area_share: 0.223
drt:
  drcViolationCount: 0
  first_iter_violations: 194
  drtAntennaViolNets: 0
  via_per_inst: 5.02
  vias: 4631
  wl_per_cell_um: 12.4
  firstDrtPassIters: 4
  diodes: 0
  wirelength_um: 11500
run:
  warning_count: 71
  cap_violations: 0
place:
  place_worst_setup_slack_ns: -1.27
  dp.cells: 852
  placed_cell_area_um2: 5630
  dp.final_hpwl_um: 7870
  port_buffers: 54
  place.gp.congestion: 0.862
worst max-delay path, delay by kind of cell:
family	cells	cell delay [ns]
xor gates and xnor gates	2	0.42
buffers and inverters	7	0.67
adders and majority gates	7	1.31
AOI/OAI and AO/OA	8	1.85
and+or+nand+nor	13	1.91
muxes	3	0.55
logic make-up after synthesis:
family,count (synthesis),share of synthesized area
other,2,0.00197
AOI/OAI and AO/OA,155,0.292
buffers and inverters,65,0.0746
adders and majority gates,69,0.229
xor gates and xnor gates,32,0.0792
and+or+nand+nor,158,0.214
muxes,38,0.110
how the worst max path moves through the flow:
stage,startpoint,to,slack (ns),cells after the start
4_1_cts,SW[0],HEX0[5],-0.38,41
5_1_grt,SW[17],HEX0[4],-0.76,40
6_report,SW[1],HEX0[4],-0.40,40
routing by layer:
metal | routed length (µm) | up-vias | part of all wire
met5 | 0 | - | 0
met4 | 30 | 0 | 0.0026
met3 | 360 | 4 | 0.031
met2 | 5250 | 94 | 0.46
met1 | 5840 | 2176 | 0.51
li1 | - | 2357 | -
timing repair:
action | 4_1_cts | 5_1_grt
pin swaps | 76 | 55
resized | 164 | 67
endpoints found under the setup margin | 19 | 19
hold buffers | 0 | 0
setup buffers | 55 | 18
cell type report:
| class | instances | area, µm² |
|---|---|---|
| repair buffers | 254 | 2040 |
| well taps | 168 | 210 |
| inverters | 45 | 195 |
| multi-input cells | 456 | 4360 |
| fillers | 1026 | 5410 |
placed cells by master (no fill, tap or decap), types with 10 or more instances in the layout:
cell	Yosys	layout
buf_4	8	174
mux2i_1	24	19
buf_2	1	13
inv_2	0	10
inv_1	43	31
ha_1	68	44
buf_6	1	27
xnor2_1	26	19
ha_4	0	18
nand2b_1	18	11
nand2_1	34	28
a21oi_1	37	25
clkdlybuf4s50_1	0	27
a21oi_2	0	10
o21ai_0	24	17
nor2_1	38	31
through the flow:
step           TNS (ns)
2_1_floorplan   -0.0962
3_3_place_gp     -18.81
3_5_place_dp     -20.16
4_1_cts           -4.51
5_1_grt           -9.74
6_report          -4.31
